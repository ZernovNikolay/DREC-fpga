===== flow/config.mk =====
export PLATFORM = sky130hd
export DESIGN_NAME = clk_div
export DESIGN_NICKNAME = clk_div
export VERILOG_FILES = /design/flow/design.v
export SDC_FILE = /design/flow/constraint.sdc
export NUM_CORES = 4
export LEC_CHECK = 1
export CORE_AREA = 10 10 102 102
export DIE_AREA = 0 0 112 112

===== flow/design.v =====
module clk_div #(parameter DIV = 24) (
    input clk,
    output clk_out
);
reg [DIV:0]cnt = 0;
assign clk_out = cnt[DIV];
always @(posedge clk) begin
    cnt <= cnt + 1;
end
endmodule

===== flow/constraint.sdc =====
current_design clk_div

set clk_period 4.3
set clk_io_pct 0.2

create_clock -name clk0 -period $clk_period [get_ports {clk}]

set non_clock_inputs [all_inputs -no_clocks]
set_input_delay [expr $clk_period * $clk_io_pct] -clock clk0 $non_clock_inputs
set_output_delay [expr $clk_period * $clk_io_pct] -clock clk0 [all_outputs]

===== flow/run.sh =====
#!/bin/bash
# OpenROAD 26Q1-2900-gdf79404cd8, Yosys 0.63+post, stock flow scripts
make -C /OpenROAD-flow-scripts/flow DESIGN_CONFIG=/design/flow/config.mk WORK_HOME=/design/flow/orfs finish

==> metrics.yaml <==
worst_setup_path:
  setup.worst_path.end_class: "output pin"
  critPathBufInv: 1
  worst-setup-path-type: "reg2out"
  slowest_stage: "clkdlybuf4s50_1"
  regToRegSetupSlack_ps: 2740
  cp-start-kind: "flop"
  crit_family: "buffers and inverters"
  cp-startpoint: "cnt[24]"
  rr_endpoint: "cnt[24]"
  required_ps: 3440
  crit_path_max_fanout: 2
  cp_cell_sequence: "clkdlybuf4s50_1"
  r2r-start: "cnt[0]"
  slowest_delay_ps: 470
  cp_data_arrival_time_ps: 1080
  r2r_cells: 5
route:
  routed_via_density: 2.877
  n_antenna_cell: 0
  wl_per_cell_um: 6.503
  drc_errors: 0
  postRouteAntennaNets: 0
  vias: 561
  drtIter0Drc: 15
  dr.pass1.iters: 2
  wirelength_um: 1268
flow_run:
  tool_warnings: 25
  cap_violations: 0
sta:
  fin_crit_sh: 0.4501
  period_minus_slack_ps: 1935
  max_freq_mhz: 516.7
  hold_ws_ps: 419.5
  max_slew_margin: 0.7400
  rsz0062_at_grt: "false"
  setup_violations: 0
  worst_pin_slew_ps: 387.1
  slew_violations: 0
  setup_tns_ps: 0
  worst_slack_ps: 2365
  fin_skew_ps: 1.278
  final-hold-violation-count: 0
global_route:
  antenna_found_initial: 0
  grt_max_degree: 14
  grt_usage: 0.02017
  grt_pass1_vias: 525
  gr-total-overflow: 0
  grt_pass1_wl_um: 2332
pwr:
  clock_power_share: 0.364
  p_per_area_mw_per_mm2: 311.4
  share_comb_of_total_power: 0
  p_int_mw: 0.2972
  sw_frac_of_total: 0.1825
  power_frac_seq: 0.636
  ir_worst_vdd_mv: 0.2475
  leakage_nw: 0.4189
  power.switching_mw: 0.06635
floorplanning:
  die_x_um: 112
  core_mm2: 0.008217
  pin_count: 2
  die_h_um: 112
  fp_util: 0.1194
  die_area_mm2: 0.01254
  row_count: 33
synth:
  syn-mean-instance-area_um2: 11.54
  syn_inst: 85
  synth_warnings: 1
  synth.ff_latch_count: 25
  syn_area_um2: 980.9
  ys_types: 15
  ys_chip_area_um2: 980.9
  synth.area.top_cells: "dfxtp_1, xnor2_1, xor2_1"
  synth_top_area_share: 0.5102
  largest_area_cell: "dfxtp_1"
  ys_cells: 85
  ys_seq_share: 0.5102
hold_path:
  hold_depth: 1
  worstHoldStart: "cnt[0]"
  hold_class: "reg2reg"
  hold-path-endpoint: "cnt[0]"
placement:
  post-place-cells: 191
  port_buffers: 1
  gp_congestion: 0.7480
  hpwl_um: 921.7
  pre_cts_slack_ps: 2639
layout:
  seqCellArea_um2: 500.5
  fillers: 901
  regMostFlops: "cnt"
  comb_area_um2: 473.0
  layout.cells.non_filler: 195
  drive_above_1_share: 0.1000
  fin_util: 0.1421
  largest_reg_flops: 25
  reg_top3: "cnt: 25 flops"
  area_growth_pct: 19.01
clocking:
  post_cts_buffers: 0
  cts_resized: 0
  numCtsBuffers: 3
  h-tree-depth: 1
  clock_path_buffers: 2
  cts-root-buf: "clkbuf_8"
  clk_pin_slew_ps: 80
  clock_sinks: 25
  ctsHoldBuffers: 0
  cts_tree: "done"
  clk_latency_ps: 260
status:
  status: "finished, final reports clean"
-- logic make-up (layout without fill, tap and decap cells) --
group	count (synthesis)	count (layout)	share of synthesized area
flip-flops	25	25	0.5102
XOR/XNOR	23	23	0.2054
AND/OR/NAND/NOR	34	34	0.2640
buffers and inverters	2	7	0.007656
adder cells (fa/ha/maj)	1	1	0.01275
-- worst max path at each step --
stage | slack [ps] | depth (start not counted) | end
6_report | 2360 | 1 | clk_out
5_1_grt | 2320 | 1 | clk_out
4_1_cts | 2340 | 1 | clk_out
-- cells in the final DEF (no fill, tap or decap) --
| cell | synthesis | routed |
|---|---|---|
| dfxtp_1 | 25 | 25 |
| xnor2_1 | 15 | 15 |
| nand3_1 | 9 | 9 |
| xor2_1 | 8 | 8 |
| and3_1 | 5 | 5 |
| nand4_1 | 4 | 4 |
| nand2_1 | 4 | 4 |
| nor2_1 | 4 | 4 |
| clkbuf_8 | 0 | 3 |
| nand4_4 | 2 | 2 |
| nor4_4 | 2 | 2 |
| and4_1 | 2 | 2 |
| inv_1 | 2 | 2 |
| nand3_4 | 1 | 1 |
| and3_2 | 1 | 1 |
| ha_1 | 1 | 1 |
| clkbuf_1 | 0 | 1 |
| clkdlybuf4s50_1 | 0 | 1 |
-- layout make-up --
cell class | instances | area share
flip-flops and latches | 25 | 0.4287
multi-input cells | 58 | 0.4051
well taps | 105 | 0.1125
clock buffers | 4 | 0.03859
repair buffers | 1 | 0.008574
inverters | 2 | 0.006431
-- metal layers --
layer / global-route usage / wire (um) / vias to the layer above
met3: 0.007600 / 53 / 0
met4: 0.0008460 / 0 / 0
li1: - / - / 307
met5: 0 / 0 / -
met1: 0.02994 / 692 / 251
met2: 0.02836 / 522 / 3
-- cell usage after synthesis --
cell type	n
and3_2	1
ha_1	1
inv_1	2
nand2_1	4
nor4_4	2
nand4_4	2
xnor2_1	15
nand3_1	9
nand3_4	1
dfxtp_1	25
and3_1	5
xor2_1	8
and4_1	2
nand4_1	4
nor2_1	4
-- metrics by stage --
stage | total power, mW | instance area, um2
after floorplan | 0.2367 | 980.9
after global placement | 0.2367 | 1122
final | 0.3636 | 1167
after global routing | 0.3782 | 1167
after detailed placement | 0.2367 | 1122
after CTS | 0.3689 | 1167
-- power groups by stage --
stage,combinational (mW),sequential (mW),clock (mW)
after CTS,0.000000195,0.231,0.138
after global routing,0.000000195,0.231,0.147
final,0.000000195,0.231,0.132
No activity file was given, so power comes from the tool's default toggle rates.
