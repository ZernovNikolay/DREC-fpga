`flow/design.v`:
```
module hex_display(
    input clk,
    input [15:0]data,
    output [3:0]numbers,
    output [6:0]segments
);
reg [1:0]kk = 0;
assign numbers = (4'b1 << kk);
always @(posedge clk) begin
	kk <= kk + 2'b1;
end
wire [3:0]b = data[kk * 4 +: 4];
hex_to_seg hex_to_seg(.data(b), .segments(segments));
endmodule
module hex_to_seg(
    input [3:0]data,
    output reg [6:0]segments
);
always @(*) begin
    case (data)         
        4'h0: segments = 7'b1111110;
        4'h1: segments = 7'b0110000;
		  4'h2: segments = 7'b1101101;
		  4'h3: segments = 7'b1111001;
		  4'h4: segments = 7'b0110011;
		  4'h5: segments = 7'b1011011;
		  4'h6: segments = 7'b1011111;
		  4'h7: segments = 7'b1110000;
		  4'h8: segments = 7'b1111111;
		  4'h9: segments = 7'b1111011;
		  4'hA: segments = 7'b1110111;
		  4'hB: segments = 7'b0011111;
		  4'hC: segments = 7'b1001110;
		  4'hD: segments = 7'b0111101;
		  4'hE: segments = 7'b1001111;
        4'hF: segments = 7'b1000111;
    endcase
end
endmodule
module master_spi (
	input clk,
	input miso,
	output mosi,
	output clk_spi
);
reg [3:0]en_cnt = 0;
reg [3:0]div_cnt = 0;
reg spi_enable;
reg [7:0]hex_cnt = 0;
always @(posedge clk) begin
	if (en_cnt > 7)
		spi_enable <= 0;
	else
		spi_enable <= 1;
	en_cnt <= en_cnt + 1;
	div_cnt <= div_cnt + 1;
	if (div_cnt == 0)
		hex_cnt <= hex_cnt + 1;
end
reg [7:0]shift_register;
always @(posedge clk) begin
	if (spi_enable)
		shift_register <= {shift_register[6:0], miso};
	else
		shift_register <= hex_cnt;
end
assign mosi = shift_register[7];
and(clk_spi, clk, spi_enable);
endmodule
module slave_spi(
	input mosi,
	output miso,
	input clk,
	output [7:0]data_to_seg
);
reg [7:0]shift_register;
reg [3:0]read_f = 0;
reg [7:0]read;
always @(negedge clk) begin
		if (~read_f[3]) begin
			shift_register <= {shift_register[6:0], mosi};
			read_f <= read_f + 1; 
		end else begin
			read_f <= 0;
			read <= shift_register;
		end
end
assign miso = shift_register[7];
assign data_to_seg = read;
endmodule
module top(
    input CLK,
    output DS_EN1, DS_EN2, DS_EN3, DS_EN4,
    output DS_A, DS_B, DS_C, DS_D, DS_E, DS_F, DS_G
);
wire [3:0]numbers;
assign {DS_EN1, DS_EN2, DS_EN3, DS_EN4} = ~numbers;
wire [6:0]segments;
assign {DS_A, DS_B, DS_C, DS_D, DS_E, DS_F, DS_G} = segments;
reg [21:0]clk_nmb_reg = 0;
reg [12:0]clk_seg_reg = 0;
always @(posedge CLK) begin
	clk_nmb_reg <= clk_nmb_reg + 1;
end
assign clk_nmb = clk_nmb_reg[21];
always @(posedge CLK) begin
	clk_seg_reg <= clk_seg_reg + 1;
end
assign clk_seg = clk_seg_reg[12];
master_spi master_spi(.clk(clk_nmb), .mosi(mosi), .miso(miso), .clk_spi(clk_spi));
wire [7:0]data_to_seg;
slave_spi slave_spi(.mosi(mosi), .miso(miso), .clk(clk_spi), .data_to_seg(data_to_seg));
wire [15:0]d = {8'h00, data_to_seg};
hex_display hex_display(.clk(clk_seg), .data(d), .numbers(numbers), .segments(segments));
endmodule
```
`flow/constraint.sdc`:
```
current_design top

set clk_period 5.1
set clk_io_pct 0.2

create_clock -name clk0 -period $clk_period [get_ports {CLK}]

set non_clock_inputs [all_inputs -no_clocks]
set_input_delay [expr $clk_period * $clk_io_pct] -clock clk0 $non_clock_inputs
set_output_delay [expr $clk_period * $clk_io_pct] -clock clk0 [all_outputs]
```
`flow/run.sh`:
```
#!/bin/bash
# OpenROAD 26Q1-2900-gdf79404cd8, Yosys 0.63+post, stock flow scripts
make -C /OpenROAD-flow-scripts/flow DESIGN_CONFIG=/design/flow/config.mk WORK_HOME=/design/flow/orfs finish
```
`flow/config.mk`:
```
export PLATFORM = sky130hd
export DESIGN_NAME = top
export DESIGN_NICKNAME = top
export VERILOG_FILES = /design/flow/design.v
export SDC_FILE = /design/flow/constraint.sdc
export NUM_CORES = 4
export LEC_CHECK = 1
export CORE_UTILIZATION = 40
```
==> flow_summary_export.csv <==
group,metric,value,unit
sta,setup_tns,0,ns
global_route,grt_max_degree,28,
drt,vias_per_cell,4.59,
place,place_hpwl,2880,µm
sta,finalCritPeriodShare,29.1,%
worst_setup_path,path_class,"reg2reg",
logic_synthesis,ys_ff,82,
die,fp_util,41.6,%
cells_and_area,syn2layout_area_growth,9.75,%
cts,ctsHoldBuffers,0,
place,placed_area,3460,µm²
sta,hold_ws,0.417,ns
drt,drtIter0Drc,65,
logic_synthesis,synth_area,3250,µm²
worst_hold_path,hp-class,"reg2reg",
die,core.rowCount,32,
drt,drt_drc_violations_left,0,
cts,ctsRootBufferMaster,"clkbuf_8",
drt,diodes,0,
place,gp_congestion,0.809,
die,io_pins,12,
sta,setup_viol,0,
sta,unclocked_regs,47,
place,io_buffers,11,
die,core_area,7810,µm²
logic_synthesis,netlist.top_cell.by_area,"dfxtp_1",
power,p_sw,0.0000883,W
global_route,antenna_found_initial,0,
logic_synthesis,ys_seq_share,58.0,%
cts,cts_setup_buffers,0,
power,p_comb_share,0,%
cells_and_area,largest_register_ffs,22,
cells_and_area,drive_above_1_share,7.12,%
cts,clk_pin_slew,0.06,ns
cts,cts_max_level,2,
die,die_area,8480,µm²
drt,wl_per_cell,10.2,µm
logic_synthesis,edf_count,24,
logic_synthesis,ys_warn_count,10,
logic_synthesis,avgSynthCellArea,12.2,µm²
power,power_density,142,nW/µm²
logic_synthesis,synthDistinctLibCells,31,
logic_synthesis,synth_chip_area,3250,µm²
global_route,gr-total-overflow,0,
worst_setup_path,cp_data_required_time,5.27,ns
power,vdd_drop_max,0.000138,V
die,dieHeight,92.1,µm
die,die_w,92.1,µm
worst_setup_path,crit_path_end_kind,"register",
sta,clock.fmax,0.673,GHz
cells_and_area,final_core_util,45.6,%
sta,fin_ws,3.61,ns
global_route,grt_pass1_wl,7080,µm
drt,drt-total-wl,3920,µm
logic_synthesis,ys_cells,266,
sta,tightest_slew,0.757,ns
logic_synthesis,ys_async_sr_fraction,0,%
drt,vias,1758,
power,p_leak,1.34,nW
cts,clk_path_buf_depth,2,
cts,cts_resized,0,
place,dp_worst_setup_slack,3.62,ns
logic_synthesis,synthTopCellsByArea,"dfxtp_1 36%, edfxtp_1 22%, xnor2_1 8.1%, ha_1 6.9%, xor2_1 3.5%",
sta,rsz0062_at_grt,"false",
sta,post-route-min-period,1.49,ns
worst_setup_path,crit_arrival,1.66,ns
cts,cts_buffers,5,
worst_hold_path,min_path_cells,1,
job,warnings,35,
drt,first_pass_iters,4,
drt,ant_nets,0,
sta,finClkSkew,0.00525,ns
global_route,grt_pass1_vias,1615,
logic_synthesis,syn_inst,266,
sta,slew_headroom,49.5,%
worst_setup_path,ff2ff_path_depth,4,
power,seq_power_share,54.2,%
cts,cts_tree,"built",
job,cap_violations,0,
logic_synthesis,yosysTopAreaCellShare,35.8,%
power,internal-power,0.000416,W
sta,hold_viol_final,0,
power,swShare,17.5,%
cts,clock_latency,0.28,ns
status,outcome,"finished clean",
power,p_clk_share,45.8,%
sta,untimed_endpoints,82,
global_route,grt_use_total,10.5,%
cells_and_area,nFillCells,693,
worst_setup_path,crit_path_start_kind,"register",
logic_synthesis,ff_type,"dfxtp_1",
worst_setup_path,critPathMaxFanout,6,
cells_and_area,fin_area,3560,µm²
sta,slew_viol_final,0,
==> placed cells by master (no fill, tap or decap), types with 4 or more instances in the layout <==
master,count
and3_1,9
and4_1,6
clkbuf_8,5
clkdlybuf4s50_1,11
dfxtp_1,58
edfxtp_1,24
ha_1,18
inv_1,20
mux2_2,8
nand2_1,15
nand3_1,14
nand4_1,11
nor2_1,11
o21ai_0,4
xnor2_1,30
xor2_1,13
==> power by group through the flow <==
stage	clock network, W	registers [W]	logic [W]
5_1_grt	0.000252	0.000273	0.000000000550
6_report	0.000231	0.000273	0.000000000550
4_1_cts	0.000238	0.000273	0.000000000550
==> cells in the mapped netlist, types with 2 or more instances <==
| cell type | n |
|---|---|
| dfxtp_1 | 58 |
| nand3_1 | 14 |
| edfxtp_1 | 24 |
| and3_1 | 9 |
| mux2i_1 | 3 |
| nand2_1 | 15 |
| o21ai_0 | 4 |
| and4_1 | 6 |
| inv_1 | 20 |
| ha_1 | 18 |
| nor4_1 | 3 |
| a31oi_1 | 2 |
| nand4_1 | 11 |
| a22oi_1 | 3 |
| mux2_2 | 8 |
| buf_6 | 2 |
| nor2_1 | 11 |
| xor2_1 | 13 |
| xnor2_1 | 30 |
==> cells by family (layout without fill, tap and decap cells) <==
group	count (synthesis)	count (layout)	synth area share, %
flip-flops	82	82	58.0
AND/OR/NAND/NOR	75	75	12.7
multiplexers	14	14	5.51
buffers and inverters	24	39	3.28
adder cells (fa/ha/maj)	18	18	6.94
AND-OR/OR-AND	10	10	2.00
XOR/XNOR	43	43	11.6
==> stage by stage <==
step,cells,total power [W]
5_1_grt,383,0.000525
3_3_place_gp,376,0.000279
2_1_floorplan,266,0.000279
3_5_place_dp,376,0.000279
6_report,383,0.000505
4_1_cts,383,0.000512
==> final timing paths <==
path	start	slack (ns)	endpoint
max	clk_nmb_reg[5]	3.61	clk_nmb_reg[17]
min	clk_nmb_reg[0]	0.42	clk_nmb_reg[0]
max reg2reg	clk_nmb_reg[5]	3.61	clk_nmb_reg[17]
min reg2reg	clk_nmb_reg[0]	0.42	clk_nmb_reg[0]
==> metal layers <==
metal,wire (µm),global-route usage (%),up-vias
li1,-,-,941
met1,2070,16.8,787
met4,50,0.911,0
met2,1690,16.5,23
met3,112,2.03,7
met5,0,0,-
==> worst max-delay path, cell delays in order, from the launching register on <==
cell and delay [ns]:
dfxtp_1 0.42, nand4_1 0.17, nor4_1 0.49, nand3_1 0.16, xnor2_1 0.15
==> area by class of cell <==
cell class	count	area [µm²]	share of cell area (%)
repair buffers	12	118	3.30
clock buffers	6	72.6	2.04
well taps	102	128	3.58
clock inverters	1	30.0	0.843
flip-flops and latches	82	1880	52.8
multi-input cells	160	1260	35.3
inverters	20	75.1	2.11
Power is estimated from default activity; no workload was simulated.
